**flow/run.sh**
```bash
#!/bin/bash
# OpenROAD 26Q1-2900-gdf79404cd8, Yosys 0.63+post, stock flow scripts
make -C /OpenROAD-flow-scripts/flow DESIGN_CONFIG=/design/flow/config.mk WORK_HOME=/design/flow/orfs finish
```
**flow/config.mk**
```make
export PLATFORM = sky130hd
export DESIGN_NAME = BancoRegistroTop
export DESIGN_NICKNAME = BancoRegistroTop
export VERILOG_FILES = /design/flow/design.v
export SDC_FILE = /design/flow/constraint.sdc
export NUM_CORES = 4
export LEC_CHECK = 1
export CORE_UTILIZATION = 50
export SYNTH_HDL_FRONTEND = slang
```
**flow/constraint.sdc**
```tcl
current_design BancoRegistroTop

set clk_period 2.2
set clk_io_pct 0.2

create_clock -name clk0 -period $clk_period [get_ports {clk}]

set non_clock_inputs [all_inputs -no_clocks]
set_input_delay [expr $clk_period * $clk_io_pct] -clock clk0 $non_clock_inputs
set_output_delay [expr $clk_period * $clk_io_pct] -clock clk0 [all_outputs]
```
**flow/design.v**
```verilog
module BCDtoSSeg (BCD, SSeg);
  input [3:0] BCD;
  output reg [6:0] SSeg;
always @ ( * ) begin
  case (BCD)
   4'b0000: SSeg = 7'b0000001;  
	4'b0001: SSeg = 7'b1001111;  
	4'b0010: SSeg = 7'b0010010;  
	4'b0011: SSeg = 7'b0000110;  
	4'b0100: SSeg = 7'b1001100;  
	4'b0101: SSeg = 7'b0100100;  
	4'b0110: SSeg = 7'b0100000;  
	4'b0111: SSeg = 7'b0001111;  
	4'b1000: SSeg = 7'b0000000;  
	4'b1001: SSeg = 7'b0000100;  
   4'ha: SSeg = 7'b0001000;  
   4'hb: SSeg = 7'b1100000;
   4'hc: SSeg = 7'b0110001;
   4'hd: SSeg = 7'b1000010;
   4'he: SSeg = 7'b0110000;
   4'hf: SSeg = 7'b0111000;
    default:
    SSeg = 0;
  endcase
end
endmodule
`timescale 1ns / 1ps
module BancoRegistro #(      		  
         parameter BIT_ADDR = 3,   
         parameter BIT_DATO = 4   
	)
	(
    input [BIT_ADDR-1:0] addrRa,
    input [BIT_ADDR-1:0] addrRb,
	 output [BIT_DATO-1:0] datOutRa,
    output [BIT_DATO-1:0] datOutRb,
	 input [BIT_ADDR:0] addrW,
    input [BIT_DATO-1:0] datW,
	 input RegWrite,
    input clk,
    input rst
    );
localparam NREG = 2 ** BIT_ADDR;
localparam datRST=4;
reg [BIT_DATO-1: 0] breg [NREG-1:0];
reg [BIT_DATO-1: 0] save [NREG-1:0];
assign  datOutRa = breg[addrRa];
assign  datOutRb = breg[addrRb];
integer i;
initial begin
	$readmemh("C:/Digital/lab04-2021-2-grupo03-2021-2/BancoRegistro/Reg.txt",breg);
	$readmemh("C:/Digital/lab04-2021-2-grupo03-2021-2/BancoRegistro/Reg.txt",save);
end
always @(posedge clk) begin
	if(rst==1)
		for(i=0; i<NREG;i=i+1) begin
			breg[i] <= save[i];
		end
	else if (RegWrite == 1)
     breg[addrW] <= datW;
  end
endmodule
module BancoRegistroTop(
	output [0:6] sseg,
	output [3:0] an,
	input [3:0] addrRa,
	input [3:0] addrRb,
	input [3:0] addrW,
	input [3:0] datW,
	input RegWrite,
	input clk,
	input rst);
	wire [3:0] datOutRa;
	wire [3:0] datOutRb;
	BancoRegistro banco(.addrRa(addrRa),.addrRb(addrRb),.datOutRa(datOutRa),.datOutRb(datOutRb),.addrW(addrW),.datW(datW),.RegWrite(RegWrite),.clk(clk),.rst(rst));
	display display(.numA(datOutRa),.numB(datOutRb),.clk(clk),.sseg(sseg),.an(an),.rst(rst));
	endmodule
`timescale 1ns / 1ps
module display(
    input [3:0] numA,
	 input [3:0] numB,
    input clk,
    output [0:6] sseg,
    output reg [3:0] an,
	 input rst
    );
reg [3:0]bcd=0;
BCDtoSSeg bcdtosseg(.BCD(bcd), .SSeg(sseg));
reg [26:0] cfreq=0;
wire enable;
assign enable = cfreq[8];
assign led =enable;
always @(posedge clk) begin
  if(rst==1) begin
		cfreq <= 0;
	end else begin
		cfreq <=cfreq+1;
	end
end
reg [1:0] count =0;
always @(posedge enable) begin
		if(rst==1) begin
			count<= 0;
			an<=4'b1111; 
		end else begin 
			count<= count+1;
			an<=4'b1101; 
				case (count) 
				2'h0: begin bcd <= numA;   an<=4'b1110; end 
				2'h1: begin bcd <= numB;   an<=4'b1101; end 
			endcase
		end
end
endmodule
```
==> results.json <==
{
  "switchingPower_uw": 300,
  "grt_setup_unrepaired": "no",
  "edf_count": 36,
  "setup_viol": 0,
  "period_needed_ps": 1800,
  "crit_cells": 3,
  "ctsLongestPathBuffers": 2,
  "postCtsSetupRepairBufs": 0,
  "flop_cell": "edfxtp_1",
  "outcome": "finished, final reports clean",
  "crit_path_start_kind": "input port",
  "fmax_ghz": 0.557,
  "syn_area_um2": 2370,
  "design_area_um2": 2730,
  "share_comb_of_total_power": 0.086,
  "tritoncts": "done",
  "ant_nets": 0,
  "placed_cell_area_um2": 2650,
  "required_ps": 2150,
  "cp_num_buf_inv": 1,
  "cts-buffers-inserted": 5,
  "synth.largest_area_cell": "edfxtp_1",
  "num_antenna_cells": 0,
  "grt_start_max_net_pins": 16,
  "p_seq_frac": 0.603,
  "ctsHoldBuffers": 0,
  "worstPathMaxFanout": 4,
  "yosysMostFrequentCell": "edfxtp_1",
  "tns_ps": 0,
  "report.final.hold_viol_count": 0,
  "fp.dieH_um": 70.8,
  "cpMaxStageDelayCell": "or3b_2",
  "p_per_area_nw_per_um2": 524,
  "die_x_um": 70.8,
  "port_buffers": 24,
  "worstSetupEndpointType": "register",
  "critPathMaxStageDelay_ps": 500,
  "ys_types": 42,
  "antenna_found_initial": 0,
  "p_leak_uw": 0.000980,
  "htree_num_levels": 2,
  "clk_pin_slew_ps": 70,
  "grt_pass1_wl_mm": 6.89,
  "grt_pass1_vias": 1542,
  "ys_cells": 199,
  "cts_root_buf": "clkbuf_8",
  "yosys_warnings": 0,
  "max_cap_viol_count": 0,
  "clock.latency.late_pin_ps": 280,
  "hold-path-cell-count": 1,
  "ir_worst_vdd_mv": 0.490,
  "fin_ws_ps": 404,
  "syn_inst": 199,
  "p_int_uw": 1130,
  "comb_area_um2": 955,
  "seq_area_um2": 1340,
  "r2r_cells": 4,
  "drive_above_1_share": 0.0752,
  "chipArea_um2": 5010,
  "clock_skew_ps": 1.36,
  "cp_data_arrival_time_ps": 1750,
  "ys.flops": 49,
  "hpwl_mm": 3.04,
  "ctsResizeCount": 0,
  "syn_to_final_growth_pct": 15.2,
  "synth.avg_cell_area_um2": 11.9,
  "wl_per_cell_um": 14.7,
  "io-pin-count": 30,
  "tightest_slew_ps": 580,
  "core-area_um2": 4440,
  "ys_seq_frac": 0.567,
  "maxSlewViolCount": 0,
  "drc": 0,
  "synthArstFlopShare": 0,
  "synth.top_cell.area_share": 0.457,
  "avgViaCountPerCell": 5.54,
  "drt-initial-drc-count": 37,
  "path_cells": "clkdlybuf4s50_1, or3b_2, nor2_1",
  "nFillCells": 347,
  "synthTopCellsByArea": "edfxtp_1 46%, dfxtp_1 11%, ha_1 5.3%, nor2_1 3.3%, nor2b_1 2.9%",
  "swShare": 0.210,
  "fp_util": 0.533,
  "tool_warnings": 36,
  "clockPowerShare": 0.311,
  "worstSetupPathType": "input port to register",
  "netlist_top_cells_count": "36 x edfxtp_1, 21 x nor2_1, 13 x dfxtp_1, 13 x nand2_1, 11 x nor2b_1",
  "routed_wl_mm": 4.07,
  "finalClockPeriodUsage": 0.816,
  "placementRows": 24,
  "pre_cts_ws_ps": 98.9,
  "ys_area_um2": 2370,
  "vias": 1539,
  "hold_path_class": "register to register",
  "holdWs_ps": 453,
  "overflow": 0,
  "slew-limit-headroom": 0.613,
  "firstDrtPassIters": 6,
  "untimed_endpoints": 21,
  "track_usage": 0.190,
  "gp_congestion": 0.944,
  "unclocked_regs": 8,
  "crit_family": "simple AND/OR/NAND/NOR gates"
}
## layout by cell type (no fill, tap or decap), drive strengths merged, types with 2 or more instances in the layout
master          n
a21oi           8
a2bb2oi         2
and3            3
buf             3
clkbuf          5
clkdlybuf4s50  24
clkinv          3
conb            2
dfxtp          13
edfxtp         36
ha             10
inv             6
mux2            3
mux2i           7
mux4            3
nand2          13
nand2b          8
nand3           4
nor2           21
nor2b          11
nor3            2
o21ai           9
o22ai           6
o2bb2ai         2
o31ai           2
o32ai           3
or2b            2
or3             3
xor2            3
## cell families (layout without fill, tap and decap cells)
group,count (synthesis),in the layout,share of synthesized area
fa+ha+maj,10,10,0.0529
flops,49,49,0.567
buf+inv,15,41,0.0317
compound gates,36,36,0.0999
mux,13,13,0.0809
xor+xnor,4,4,0.0148
other cells,1,2,0.00158
simple gates,71,71,0.152
## metal layers
metal  global-route usage  share of wire
met4               0.0222         0.0071
met5                    0              0
met1                0.295           0.45
met3               0.0838          0.092
met2                0.282           0.45
## through the flow
step | utilization | std cells | power (uW)
global route | 0.614 | 278 | 1490
global placement | 0.595 | 270 | 999
CTS | 0.614 | 278 | 1440
detailed placement | 0.595 | 270 | 1000
floorplan | - | 200 | 946
finish | 0.614 | 278 | 1430
## power by group through the flow
stage | Combinational [uW] | Sequential (uW) | Clock [uW]
CTS | 124 | 861 | 458
global route | 136 | 863 | 491
finish | 123 | 861 | 445
## area by class of cell
| type | count | area share |
|---|---|---|
| Sequential cell | 49 | 0.492 |
| Inverter | 6 | 0.00826 |
| Clock inverter | 3 | 0.00459 |
| Clock buffer | 5 | 0.0252 |
| Timing Repair Buffer | 27 | 0.0963 |
| Multi-Input combinational cell | 136 | 0.350 |
| Tap cell | 52 | 0.0239 |
## sequential cells by signal, summed over array words and instances (netlist names)
signal and cells:
display.bcd 4, display.cfreq 9, display.an 2, banco.breg 32, display.count 2
## path summary, 6_finish.rpt
check	slack (ps)	from	to
max	400	RegWrite	banco.breg[4][0]
min reg2reg	450	display.cfreq[0]	display.cfreq[0]
min	450	display.cfreq[0]	display.cfreq[0]
max reg2reg	960	display.cfreq[3]	display.cfreq[8]
Power figures rest on the tool's default switching activity, not on a simulated workload.
